--- design/flow/design.v ---
module GPIO(
  input PCLK,
  input PSEL1,
	input PENABLE,
	input [7:0]PADDR,
	input PWRITE,
	input [7:0]PWDATA,
	input [7:0]gpio_in,
	output reg [7:0]gpio_out,
	output reg [7:0]gpio_dir,
	output reg [7:0]PRDATA,
	output reg PREADY
);
localparam in_adr = 8'b10000001,
           out_adr = 8'b10000010,
           dir_adr = 8'b10000011;
reg [7:0]INPUT,OUTPUT,DIR;
integer i;
always @(posedge PCLK)
  begin
    gpio_dir=DIR;
    for(i=0; i<8; i=i+1)
      begin
        gpio_out[i] <= gpio_dir[i]? OUTPUT[i] : 1'bz;
        INPUT[i] <= gpio_dir[i]? 1'bz : gpio_in[i];
      end
    if(PSEL1 && PADDR[7]==1'b1) PREADY=1'b1;
    if (PENABLE && PSEL1)
      begin
          if(PWRITE)
            begin
              if(PADDR == out_adr)
                begin
                  OUTPUT=PWDATA;
                  PREADY=1'b0;
                end
                else if(PADDR == dir_adr)
                  begin
                    DIR=PWDATA;
                    PREADY=1'b0;
                  end
            end
            else
              begin
                if(PADDR == in_adr)
                  begin
                    PRDATA=INPUT;
                    PREADY=1'b0;
                  end
                if(PADDR == dir_adr)
                  begin
                    PRDATA=DIR;
                    PREADY=1'b0;
                  end
              end
     end
  end
endmodule
--- design/flow/run.sh ---
#!/bin/bash
# OpenROAD 26Q1-2900-gdf79404cd8, Yosys 0.63+post, stock flow scripts
make -C /OpenROAD-flow-scripts/flow DESIGN_CONFIG=/design/flow/config.mk WORK_HOME=/design/flow/orfs finish
--- design/flow/config.mk ---
export PLATFORM = sky130hd
export DESIGN_NAME = GPIO
export DESIGN_NICKNAME = GPIO
export VERILOG_FILES = /design/flow/design.v
export SDC_FILE = /design/flow/constraint.sdc
export NUM_CORES = 4
export LEC_CHECK = 1
export CORE_AREA = 10 10 113 113
export DIE_AREA = 0 0 123 123
--- design/flow/constraint.sdc ---
current_design GPIO

set clk_period 5.4
set clk_io_pct 0.2

create_clock -name clk0 -period $clk_period [get_ports {PCLK}]

set non_clock_inputs [all_inputs -no_clocks]
set_input_delay [expr $clk_period * $clk_io_pct] -clock clk0 $non_clock_inputs
set_output_delay [expr $clk_period * $clk_io_pct] -clock clk0 [all_outputs]
==> CHANGELOG.md <==
### Metrics

* CTS buffer count at 5
* Unique cell types at 14
* GR Util All Layers at 4.560%
* Setup CP Type: in2reg
* Hold path cells at 0
* Yosys top cell by area: edfxtp_1
* Detailed Route Iter0 Violations at 39
* Setup TNS at 0 ns
* Hold Crit Start: OUTPUT[3]$_DFFE_PP_
* Crit Path Max Fanout at 8
* Total power at 617.8 µW
* CTS clk-pin slew, worst paths at 0.07 ns
* Critical path required time at 5.39 ns
* Max-cap violations at 0
* # diodes at 0
* Avg Cell Area, Syn at 20.53 µm²
* Synth Flop Type: dfxtp_1
* Cts repair resizes at 0
* Area leader share at 50.88%
* Synth cell count leaders: 25 x dfxtp_1, 24 x edfxtp_1, 8 x mux2_2
* Least-Margin Pin Slew at 0.2826 ns
* EDFF count, synth at 24
* GRT Residual Overflow at 0
* Pre-antenna DRT Iters at 2
* Pre-Place Util at 13.72%
* Hold Crit Class: reg2reg
* F_max at 387.2 MHz
* Vias/cell at 2.925
* Placed Instances at 260
* # rows at 37
* Synthesized instance count at 69
* Final Skew at 0.008180 ns
* # Cells Yosys at 69
* Fin. max-slew vios at 0
* Yosys warns at 3
* Post-layout period usage at 47.82%
* Via count at 784
* Die Y at 123 µm
* Registers, synthesis at 49
* GP Congestion at 0.7454
* Worst reg2reg startpoint: DIR[2]$_DFFE_PP_
* Worst R2R Setup Slack at 4.50 ns
* First-pass GRT wire length at 5030 µm
* Final Routed Wirelength at 3379 µm
* Clock sinks at 49
* Crit path DAT at 2.57 ns
* # Post-CTS Setup Buffers at 0
* DR DRC count at 0
* Seq share, synth at 86.22%
* Cell depth of the worst flop-to-flop path at 1
* Cell area after synthesis at 0.001416 mm²
* Detail Placement HPWL at 2694 µm
* Finished Layout Cells at 268
* CTS tree: built
* Worst reg2reg path endpoint: PRDATA[2]$_DFFE_PP_
* Share of cells above drive strength 1 at 17.42%
* Leak Pwr at 0.0007570 µW
* Cell area leaders: edfxtp_1 51%, dfxtp_1 35%, mux2_2 6.4%
* Pre-CTS setup slack at 2.517 ns
* CP endpoint kind: register
* Later-pin clock latency in the skew report at 0.29 ns
* Status: finished clean
* PD cells at 278.0 mW/mm²
* RSZ-0062 raised after global routing: no
* Fin crit period at 2.582 ns
* Filler cells at 1069
* Die Wd at 123 µm
* Antenna violations before repair at 0
* Final Hold Vio Count at 0
* Antenna violation net count after detailed routing at 0
* P&R area growth vs syn at 56.89%
* Asr flop ratio synth at 0%
* Yosys stat area at 0.001416 mm²
* Die area at 0.01513 mm²
* Detailed-route wire length per cell at 12.61 µm
* Startpoint types: primary input
* Top-count cell post-synth: dfxtp_1
* Worst setup margin at 2.818 ns
* Tool warnings at 25
* Port buffer count at 52
* CTS H-tree depth at 2
* Worst VDD drop at 0.1101 mV
* WHS Endpoint: gpio_out[3]$_DFF_P_
* CTS Root Cell: clkbuf_8
* CTS Hold Bufs at 0
* Slew margin rel. at 81.08%
* Buffer depth of the longest clock path at 2
* Largest net degree at the start of global routing at 15
* Vias in the first global route at 891
* I/O pin cnt at 53
* Final setup viols at 0
* CORE AREA at 0.01032 mm²
==> layer usage <==
metal	vias to the layer above	part of all wire (%)	GRT usage (%)
met4	0	0.36	0.4367
met1	373	36	4.809
met5	-	0	0
met2	33	53	7.932
met3	2	10	2.775
li1	376	-	-
==> flip-flops by register name, indices dropped and copies added (netlist names) <==
name,cells
gpio_out,8
OUTPUT,8
PREADY,1
PRDATA,8
INPUT,8
gpio_dir,8
DIR,8
==> cell type report <==
| cell class | instances | area, µm² | share of cell area, % |
|---|---|---|---|
| sequential | 49 | 1221 | 54.95 |
| clock buffer | 6 | 72.57 | 3.266 |
| timing repair buffer | 55 | 543.0 | 24.44 |
| multi-input combinational | 20 | 205.2 | 9.234 |
| clock inverter | 2 | 10.01 | 0.4505 |
| tap | 136 | 170.2 | 7.658 |
==> placed cells by master, fill, tap and decap left out <==
cell type	Yosys	routed
nor3b_2	0	1
mux2_2	8	8
a21oi_1	1	1
clkdlybuf4s50_1	0	52
o21ba_2	1	1
clkinv_2	0	2
nand4_1	1	1
edfxtp_1	24	24
mux2i_1	1	1
buf_4	0	3
nand2_1	1	1
nor4b_4	1	1
clkbuf_8	0	5
dfxtp_1	25	25
nor3_2	0	1
nand4_4	1	1
clkbuf_1	0	1
nor2_1	2	2
nand3_1	1	1
==> worst max path at each step <==
| stage | from | endpoint | slack [ns] |
|---|---|---|---|
| 4_1_cts | PADDR[5] | PRDATA[5]$_DFFE_PP_ | 2.83 |
| 5_1_grt | PADDR[5] | PRDATA[5]$_DFFE_PP_ | 2.75 |
| 6_report | PADDR[5] | PRDATA[3]$_DFFE_PP_ | 2.82 |
==> kinds of logic (layout without fill, tap and decap cells) <==
logic type / Yosys count / count (layout) / share of synthesized area, %
and+or+nand+nor: 9 / 9 / 5.653
buffers and inverters: 0 / 63 / 0
AOI/OAI and AO/OA: 2 / 2 / 1.060
DFF: 49 / 49 / 86.22
muxes: 9 / 9 / 7.067
==> report_power, final <==
part	switching [µW]	internal (µW)
Clock	107	89.8
Combinational	7.23	21.1
Sequential	0.732	392
==> stage by stage <==
stage / hold slack, ns / utilization [%] / cell area [µm²]
global placement: 0.3285 / 20.72 / 2140
finish: 0.3443 / 21.52 / 2222
global route: 0.3512 / 21.52 / 2222
CTS: 0.3454 / 21.52 / 2222
detailed placement: 0.3269 / 20.72 / 2140
floorplan: 0.3233 / - / 1416
==> critical path, stage by stage <==
cell,delay [ns]
clkdlybuf4s50_1,0.44
nor4b_4,0.36
nand4_1,0.26
nor3b_2,0.23
buf_4,0.20
No activity file was given, so power comes from the tool's default toggle rates.
